`/design/flow/design.v`:
```
module cityscapes_class_mapping (
    input wire [7:0] class_id,          
    output reg [7:0] mapped_class_id,   
    output reg [7:0] r,                 
    output reg [7:0] g,                 
    output reg [7:0] b                  
);
    always @(*) begin
        case (class_id)
            8'd0, 8'd1, 8'd2, 8'd3, 8'd4, 8'd5, 8'd6: begin
                mapped_class_id = 8'd0;
                r = 8'h00; g = 8'h00; b = 8'h00;  
            end
            8'd7: begin
                mapped_class_id = 8'd1;
                r = 8'h80; g = 8'h80; b = 8'h80;  
            end
            8'd8: begin
                mapped_class_id = 8'd2;
                r = 8'hC0; g = 8'h80; b = 8'h80;  
            end
            8'd11: begin
                mapped_class_id = 8'd3;
                r = 8'h80; g = 8'h00; b = 8'h80;  
            end
            8'd12: begin
                mapped_class_id = 8'd4;
                r = 8'hA0; g = 8'h60; b = 8'h60;  
            end
            8'd13: begin
                mapped_class_id = 8'd5;
                r = 8'hA0; g = 8'h80; b = 8'h60;  
            end
            8'd17: begin
                mapped_class_id = 8'd6;
                r = 8'hA0; g = 8'hA0; b = 8'h60;  
            end
            8'd19: begin
                mapped_class_id = 8'd7;
                r = 8'hE0; g = 8'hE0; b = 8'h00;  
            end
            8'd20: begin
                mapped_class_id = 8'd8;
                r = 8'hE0; g = 8'h60; b = 8'h00;  
            end
            8'd21: begin
                mapped_class_id = 8'd9;
                r = 8'h00; g = 8'h80; b = 8'h00;  
            end
            8'd22: begin
                mapped_class_id = 8'd10;
                r = 8'h60; g = 8'h80; b = 8'h00;  
            end
            8'd23: begin
                mapped_class_id = 8'd11;
                r = 8'h00; g = 8'h00; b = 8'h80;  
            end
            8'd24: begin
                mapped_class_id = 8'd12;
                r = 8'hE0; g = 8'h00; b = 8'h00;  
            end
            8'd25: begin
                mapped_class_id = 8'd13;
                r = 8'hC0; g = 8'h00; b = 8'h40;  
            end
            8'd26: begin
                mapped_class_id = 8'd14;
                r = 8'h00; g = 8'h00; b = 8'hE0;  
            end
            8'd27: begin
                mapped_class_id = 8'd15;
                r = 8'h00; g = 8'h80; b = 8'hC0;  
            end
            8'd28: begin
                mapped_class_id = 8'd16;
                r = 8'h00; g = 8'h80; b = 8'h80;  
            end
            8'd31: begin
                mapped_class_id = 8'd17;
                r = 8'h00; g = 8'h40; b = 8'h80;  
            end
            8'd32: begin
                mapped_class_id = 8'd18;
                r = 8'h80; g = 8'h00; b = 8'h00;  
            end
            8'd33: begin
                mapped_class_id = 8'd19;
                r = 8'h80; g = 8'h40; b = 8'h00;  
            end
            default: begin
                mapped_class_id = 8'd0;
                r = 8'h00; g = 8'h00; b = 8'h00;  
            end
        endcase
    end
endmodule 
```
`/design/flow/run.sh`:
```
#!/bin/bash
# OpenROAD 26Q1-2900-gdf79404cd8, Yosys 0.63+post, stock flow scripts
make -C /OpenROAD-flow-scripts/flow DESIGN_CONFIG=/design/flow/config.mk WORK_HOME=/design/flow/orfs finish
```
`/design/flow/config.mk`:
```
export PLATFORM = sky130hd
export DESIGN_NAME = cityscapes_class_mapping
export DESIGN_NICKNAME = cityscapes_class_mapping
export VERILOG_FILES = /design/flow/design.v
export SDC_FILE = /design/flow/constraint.sdc
export NUM_CORES = 4
export LEC_CHECK = 1
export CORE_AREA = 10 10 70 70
export DIE_AREA = 0 0 80 80
```
`/design/flow/constraint.sdc`:
```
current_design cityscapes_class_mapping

set clk_period 1.9
set clk_io_pct 0.2

create_clock -name clk0 -period $clk_period

set non_clock_inputs [all_inputs -no_clocks]
set_input_delay [expr $clk_period * $clk_io_pct] -clock clk0 $non_clock_inputs
set_output_delay [expr $clk_period * $clk_io_pct] -clock clk0 [all_outputs]
```
==> job_summary.md <==
### Yosys + OpenROAD results

| Metric | Value |
|---|---|
| Final worst slack | `-0.0186 ns` |
| WL/cell | `14.7 microns` |
| Clock buffer cells | `0` |
| VDD IR-drop max | `0.0000603 V` |
| Core ar. | `3420 sq um` |
| Die height | `80 microns` |
| Cell area leaders | `buf_4 18%, ha_1 9.9%, a21oi_1 6.6%` |
| Cell type with the largest total area | `buf_4` |
| Via/cell ratio | `4.60` |
| Post-route ant nets | `0` |
| RSZ-0062 raised after global routing | `true` |
| Synthesis warning total | `1` |
| Register share after synthesis | `0%` |
| Routed Wire Length | `3180 microns` |
| Pleak | `0.703 nW` |
| Vias | `993` |
| CP delay by family, top | `buffers and inverters` |
| Largest net degree at the start of global routing | `9` |
| GRT Util Overall | `9.28%` |
| Failing checks | `negative setup slack` |
| PwrDens | `199 nW/um^2` |
| Total Neg Setup Slack | `-0.0186 ns` |
| Hold path depth | `6` |
| CP max stage delay | `0.23 ns` |
| Status | `finished with violations` |
| Top-area cell share | `17.9%` |
| Final tally of hold violations | `0` |
| Area growth syn-to-layout | `96.2%` |
| Max-slew violation count | `0` |
| Filler cell count | `311` |
| Flops | `0` |
| DR pass1 iterations | `4` |
| Sequential cell area | `0 sq um` |
| Initial detailed-routing violation count | `45` |
| Vias in the first global route | `1025` |
| Syn avg cell area | `7.35 sq um` |
| Distinct cell type count after synthesis | `38` |
| N_diodes | `0` |
| Final period util | `101%` |
| CP max-delay cell | `and3b_2` |
| Ys cells | `103` |
| Yosys stat area | `757 sq um` |
| Post-DP HPWL | `1930 microns` |
| Layout cells sized above 1 | `60.0%` |
| Gpl congestion | `0.841` |
| Crit path launch type | `input pin` |
| Setup-failing EPs final | `1` |
| Global-route wire length before repair | `5020 microns` |
| Critical path depth | `8` |
| Worst Path Required | `1.52 ns` |
| Min Tclk post-route | `1.92 ns` |
| CP Data Arrival Time | `1.54 ns` |
| Worst Setup End Kind | `output port` |
| Number of I/O pins | `40` |
| Most Frequent Cell on Critical Path | `buf_6` |
| FMAX | `521 MHz` |
| Initial Util | `22.2%` |
| Tool warnings | `38` |
| Num rows | `21` |
| PortBufs | `22` |
| Die area | `6400 sq um` |
| # DRC | `0` |
| Worst Path Buf+Inv | `4` |
| Die width | `80 microns` |
| Crit Path Class | `input pin to output port` |
| Synth Instances | `103` |
| Initial antenna violation count | `0` |
| Max Cap Viol | `0` |
| Total gr overflow | `0` |
| Synthesized cell area | `757 sq um` |
| CTS Hold Bufs | `0` |
| Hold Crit Class | `input pin to output port` |
| Pre-CTS setup slack | `-0.824 ns` |
| CP Max Fanout | `4` |
| Crit path cell chain | `buf_8, buf_6, ha_4, and3b_2, buf_6, a2111oi_4, a311oi_2, buf_2` |
repair_timing:
action,CTS,global route
gates cloned,3,0
resized,103,14
setup buffers,18,3
pin swaps,25,15
endpoints found under the setup margin,14,12
through the flow:
| stage | instance area, sq um | utilization (%) | hold WS, ns | cells | total power, mW |
|---|---|---|---|---|---|
| 3_3_place_gp | 1160 | 33.9 | 1.87 | 194 | 0.197 |
| 2_1_floorplan | 821 | - | 0.816 | 120 | 0.119 |
| 5_1_grt | 1490 | 43.5 | 1.35 | 216 | 0.319 |
| 3_5_place_dp | 1160 | 33.9 | 1.87 | 194 | 0.196 |
| 6_report | 1490 | 43.5 | 1.29 | 216 | 0.296 |
| 4_1_cts | 1470 | 43.0 | 1.30 | 215 | 0.276 |
area by class of cell:
type / count / area, sq um / share of cell area, %
multi-input combinational: 90 / 806 / 54.3
timing repair buffer: 74 / 592 / 39.8
tap: 46 / 57.6 / 3.88
inverter: 6 / 30.0 / 2.02
worst paths after layout:
path / startpoint / endpoint
min: class_id[7] / g[5]
max: class_id[0] / r[7]
power by group:
group	total [mW]	switching (mW)	internal (mW)	leakage (nW)
Sequential	0	0	0	0
Combinational	0.296	0.132	0.164	0.703
Clock	0	0	0	0
Total	0.296	0.132	0.164	0.703
routing by layer:
| metal | routed length [microns] | GRT usage, % | part of all wire, % |
|---|---|---|---|
| met4 | 17 | 0.880 | 0.53 |
| met3 | 226 | 2.39 | 7.1 |
| met5 | 0 | 0 | 0 |
| met2 | 1440 | 14.1 | 45 |
| met1 | 1500 | 13.2 | 47 |
cell families (layout without fill, tap and decap cells):
family | after synthesis | in the layout | share of synthesized area (%)
multiplexers | 6 | 6 | 10.6
AND/OR/NAND/NOR | 30 | 30 | 25.8
adder cells (fa/ha/maj) | 6 | 6 | 9.92
other | 1 | 18 | 0.495
XOR/XNOR | 2 | 2 | 2.31
buffers and inverters | 30 | 80 | 26.4
AND-OR/OR-AND | 28 | 28 | 24.5
Yosys cell counts, drive strengths merged, types with 2 or more instances:
cell type / n
o21ai: 6
a31oi: 2
and3b: 4
nand2b: 3
a21oi: 10
inv: 6
mux2i: 2
ha: 6
a211oi: 2
nor2b: 5
nor3: 3
nor3b: 3
buf: 24
nor2: 5
mux2: 3
a311oi: 2
nand3: 2
nand2: 2
cells in the final DEF, fill, tap and decap left out, types with 2 or more instances in the layout:
cell type and count:
buf_8 2, a31oi_1 2, nor2b_4 2, conb_1 18, nand2b_1 2, nor2_1 3, a211oi_2 2, buf_4 39
nor2_2 2, a21oi_1 8, nor3_2 2, buf_2 12, nand3_1 2, ha_4 2, inv_4 3, inv_2 2
mux2_4 2, clkdlybuf4s15_1 2, clkbuf_2 2, nor2b_1 3, nor3b_2 2, and3b_1 3, buf_6 12, ha_1 3
dlygate4sd2_1 5, o21ai_1 5, a311oi_2 2
tightest hold or removal path, delay by kind of cell:
kind                   cells  cell delay, ns
buffers and inverters      3            0.39
and+or+nand+nor            3            0.13
Power and IR drop assume default switching activity.
