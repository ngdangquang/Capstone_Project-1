==> /design/flow/design.v <==
module image_loader #(
    parameter IMAGE_WIDTH = 224,
    parameter IMAGE_HEIGHT = 224,
    parameter CHANNELS = 3
)(
    input wire clk,
    input wire rst,
    input wire start,
    output reg [19:0] sdram_addr,
    inout wire [31:0] sdram_data,
    output reg sdram_we_n,
    output reg sdram_cs_n,
    output reg sdram_ras_n,
    output reg sdram_cas_n,
    output reg [7:0] pixel_data,
    output reg [19:0] pixel_addr,
    output reg pixel_we,
    output reg done
);
    localparam BASE_ADDR = 20'h00000;
    localparam BURST_LEN = 8;
    localparam IDLE = 3'd0;
    localparam INIT = 3'd1;
    localparam READ_CMD = 3'd2;
    localparam READ_DATA = 3'd3;
    localparam WAIT_NEXT = 3'd4;
    localparam FINISH = 3'd5;
    reg [2:0] state, next_state;
    reg [19:0] mem_addr;
    reg [19:0] pixel_cnt;
    reg [2:0] burst_cnt;
    reg [31:0] pixel_buffer;
    reg [1:0] byte_cnt;
    always @(posedge clk or posedge rst) begin
        if (rst) begin
            state <= IDLE;
        end else begin
            state <= next_state;
        end
    end
    always @(*) begin
        next_state = state;
        case (state)
            IDLE: begin
                if (start)
                    next_state = INIT;
            end
            INIT: begin
                next_state = READ_CMD;
            end
            READ_CMD: begin
                next_state = READ_DATA;
            end
            READ_DATA: begin
                if (burst_cnt == BURST_LEN-1)
                    next_state = WAIT_NEXT;
            end
            WAIT_NEXT: begin
                if (pixel_cnt >= IMAGE_WIDTH*IMAGE_HEIGHT*CHANNELS)
                    next_state = FINISH;
                else
                    next_state = READ_CMD;
            end
            FINISH: begin
                next_state = IDLE;
            end
            default: next_state = IDLE;
        endcase
    end
    always @(posedge clk or posedge rst) begin
        if (rst) begin
            sdram_addr <= 20'h0;
            sdram_we_n <= 1'b1;
            sdram_cs_n <= 1'b1;
            sdram_ras_n <= 1'b1;
            sdram_cas_n <= 1'b1;
            pixel_data <= 8'h0;
            pixel_addr <= 20'h0;
            pixel_we <= 1'b0;
            done <= 1'b0;
            mem_addr <= BASE_ADDR;
            pixel_cnt <= 20'h0;
            burst_cnt <= 3'h0;
            byte_cnt <= 2'h0;
            pixel_buffer <= 32'h0;
        end else begin
            case (state)
                IDLE: begin
                    sdram_cs_n <= 1'b1;
                    pixel_we <= 1'b0;
                    done <= 1'b0;
                    if (start) begin
                        mem_addr <= BASE_ADDR;
                        pixel_cnt <= 20'h0;
                    end
                end
                INIT: begin
                    sdram_cs_n <= 1'b1;
                    pixel_we <= 1'b0;
                end
                READ_CMD: begin
                    sdram_addr <= mem_addr;
                    sdram_cs_n <= 1'b0;
                    sdram_ras_n <= 1'b0;
                    sdram_cas_n <= 1'b0;
                    sdram_we_n <= 1'b1;   
                    burst_cnt <= 3'h0;
                    byte_cnt <= 2'h0;
                end
                READ_DATA: begin
                    burst_cnt <= burst_cnt + 1'b1;
                    pixel_buffer <= sdram_data;
                    case (byte_cnt)
                        2'h0: begin
                            pixel_data <= pixel_buffer[7:0];
                            pixel_addr <= pixel_cnt;
                            pixel_we <= 1'b1;
                            pixel_cnt <= pixel_cnt + 1'b1;
                            byte_cnt <= 2'h1;
                        end
                        2'h1: begin
                            pixel_data <= pixel_buffer[15:8];
                            pixel_addr <= pixel_cnt;
                            pixel_we <= 1'b1;
                            pixel_cnt <= pixel_cnt + 1'b1;
                            byte_cnt <= 2'h2;
                        end
                        2'h2: begin
                            pixel_data <= pixel_buffer[23:16];
                            pixel_addr <= pixel_cnt;
                            pixel_we <= 1'b1;
                            pixel_cnt <= pixel_cnt + 1'b1;
                            byte_cnt <= 2'h3;
                        end
                        2'h3: begin
                            pixel_data <= pixel_buffer[31:24];
                            pixel_addr <= pixel_cnt;
                            pixel_we <= 1'b1;
                            pixel_cnt <= pixel_cnt + 1'b1;
                            byte_cnt <= 2'h0;
                        end
                    endcase
                end
                WAIT_NEXT: begin
                    sdram_cs_n <= 1'b1;
                    pixel_we <= 1'b0;
                    mem_addr <= mem_addr + (BURST_LEN * 4);  
                end
                FINISH: begin
                    done <= 1'b1;
                    pixel_we <= 1'b0;
                    sdram_cs_n <= 1'b1;
                end
            endcase
        end
    end
endmodule 
==> /design/flow/run.sh <==
#!/bin/bash
# OpenROAD 26Q1-2900-gdf79404cd8, Yosys 0.63+post, stock flow scripts
make -C /OpenROAD-flow-scripts/flow DESIGN_CONFIG=/design/flow/config.mk WORK_HOME=/design/flow/orfs finish
==> /design/flow/config.mk <==
export PLATFORM = sky130hd
export DESIGN_NAME = image_loader
export DESIGN_NICKNAME = image_loader
export VERILOG_FILES = /design/flow/design.v
export SDC_FILE = /design/flow/constraint.sdc
export NUM_CORES = 4
export LEC_CHECK = 1
export CORE_UTILIZATION = 50
==> /design/flow/constraint.sdc <==
current_design image_loader

set clk_period 5.1
set clk_io_pct 0.2

create_clock -name clk0 -period $clk_period [get_ports {clk}]

set non_clock_inputs [all_inputs -no_clocks]
set_input_delay [expr $clk_period * $clk_io_pct] -clock clk0 $non_clock_inputs
set_output_delay [expr $clk_period * $clk_io_pct] -clock clk0 [all_outputs]
==> flow_summary_export.csv <==
group,metric,value,unit
place,finalWeightedCongestion,0.8253,
yosys,ys_types,44,
place,place_inst,605,
yosys,top_area_frac,0.5701,
yosys,syn_area_per_cell,12.38,µm²
floorplanning,dieWidth,105.9,µm
clock_tree,cts_buffer_depth,2,
yosys,ys_cells,436,
clock_tree,hold_buffers,0,
clock_tree,cts_root_buf,"clkbuf_8",
yosys,ys_seq_share,0.5896,
run_status,stop_stage,"global routing (5_1_grt)",
yosys,ys_ff,127,
place,io_buffers,50,
floorplanning,die_h,105.9,µm
clock_tree,cts_num_sinks,127,
final_timing,untimed_endpoints,32,
yosys,synth_area_leader_cell,"dfrtp_1",
global_routing,grt_max_degree,71,
yosys,synth.cell_area,0.005399,mm²
clock_tree,post_cts_resized,0,
place,hpwl,6473,µm
yosys,synth_cells,436,
floorplanning,placementRows,37,
run_status,error_message,"[ERROR RSZ-0074] Failed to build tree from global routes for pin 'sdram_data[9]' and net 'sdram_data[9]' at grid (3450, 37950): found route to 2 pins, expected 1",
run_status,status,"stopped before the end",
clock_tree,h-tree-depth,4,
floorplanning,fp_util,0.5183,
yosys,synth_chip_area,0.005399,mm²
clock_tree,post_cts_buffers,0,
floorplanning,io_pins,89,
yosys,synthTopCellsByArea,"dfrtp_1 57%, mux2_2 14%, dfstp_2 1.9%",
yosys,ys_warn_count,1,
clock_tree,cts_buffers,17,
## synth_stat cells
cell type and count:
nand3_1 10, or4_1 4, nor4b_1 2, clkbuf_1 15, or3_1 8, a31o_2 4, a21o_1 3, nor3b_1 1
and2_1 1, nand2b_1 2, a32o_1 1, clkbuf_2 1, xnor2_1 9, a211o_1 3, nor3_1 4, or3_2 2
o31ai_1 4, buf_1 2, nand2_1 24, a22o_1 7, ha_1 5, buf_4 9, mux2i_1 4, conb_1 2
and3_1 4, nor2_1 26, a222oi_1 8, xor2_1 5, nor2b_1 3, mux2_2 69, and4_1 2, a31oi_1 8
nor4_1 5, dfrtp_1 123, a21oi_1 15, a211oi_1 1, buf_2 1, or2_2 1, and3_2 1, inv_1 12
o21a_1 1, dfstp_2 4, o21ai_0 11, nand4_1 9
## cell families after synthesis
group | synth area share
buffers and inverters | 0.03453
AND/OR/NAND/NOR | 0.1036
adder cells (fa/ha/maj) | 0.01159
other | 0.001391
flip-flops | 0.5896
XOR/XNOR | 0.02271
AND-OR/OR-AND | 0.08529
multiplexers | 0.1513
## stage by stage
| step | area (µm²) | setup slack, ns | hold slack, ns |
|---|---|---|---|
| 3_5_place_dp | 6000 | 2.098 | 0.4413 |
| 2_1_floorplan | 5414 | 0.7023 | 0.4279 |
| 3_3_place_gp | 6000 | 2.124 | 0.4410 |
| 4_1_cts | 6666 | 2.563 | 0.4639 |
